## flow/run.sh

```bash
#!/bin/bash
# OpenROAD 26Q1-2900-gdf79404cd8, Yosys 0.63+post, stock flow scripts
make -C /OpenROAD-flow-scripts/flow DESIGN_CONFIG=/design/flow/config.mk WORK_HOME=/design/flow/orfs finish
```

## flow/config.mk

```make
export PLATFORM = sky130hd
export DESIGN_NAME = execute_stage
export DESIGN_NICKNAME = execute_stage
export VERILOG_FILES = /design/flow/design.v
export SDC_FILE = /design/flow/constraint.sdc
export NUM_CORES = 4
export LEC_CHECK = 1
export CORE_AREA = 10 10 129 129
export DIE_AREA = 0 0 139 139
```

## flow/constraint.sdc

```tcl
current_design execute_stage

set clk_period 33.9
set clk_io_pct 0.2

create_clock -name clk0 -period $clk_period

set non_clock_inputs [all_inputs -no_clocks]
set_input_delay [expr $clk_period * $clk_io_pct] -clock clk0 $non_clock_inputs
set_output_delay [expr $clk_period * $clk_io_pct] -clock clk0 [all_outputs]
```

## flow/design.v

```verilog
typedef enum logic [1:0] {
  ALU_OPERAND_A_RS1,
  ALU_OPERAND_A_PC,
  ALU_OPERAND_A_ZERO
} alu_operand_a_e;
typedef enum logic [0:0] {
  ALU_OPERAND_B_IMM,
  ALU_OPERAND_B_RS2
} alu_operand_b_e;
typedef enum logic [1:0] {
    FW_SRC_NONE,
    FW_SRC_MEM,
    FW_SRC_WB
} forward_source_e;
module execute_stage (
  input  alu_operand_a_e         alu_operand_a_selector_i,
  input  forward_source_e        rs1_forward_source_i,
  input  logic            [31:0] rs1_data_i,
  input  logic            [31:0] pc_i,
  input  alu_operand_b_e         alu_operand_b_selector_i,
  input  forward_source_e        rs2_forward_source_i,
  input  logic            [31:0] rs2_data_i,
  input  logic            [31:0] immediate_i,
  input  logic            [31:0] forward_memory_data_i,
  input  logic            [31:0] forward_writeback_data_i,
  output logic            [31:0] alu_result_o,
  input  logic                   jump_i,
  output logic                   branch_target_valid_o
);
  assign branch_target_valid_o = jump_i;
  logic [31:0] rs1_data;
  always_comb begin
    case (rs1_forward_source_i)
      default:    rs1_data = rs1_data_i;
      FW_SRC_MEM: rs1_data = forward_memory_data_i;
      FW_SRC_WB:  rs1_data = forward_writeback_data_i;
    endcase
  end
  logic [31:0] rs2_data;
  always_comb begin
    case (rs2_forward_source_i)
      default:    rs2_data = rs2_data_i;
      FW_SRC_MEM: rs2_data = forward_memory_data_i;
      FW_SRC_WB:  rs2_data = forward_writeback_data_i;
    endcase
  end
  logic [31:0] operand_a;
  always_comb begin
    case (alu_operand_a_selector_i)
      default:            operand_a = rs1_data;
      ALU_OPERAND_A_PC:   operand_a = pc_i;
      ALU_OPERAND_A_ZERO: operand_a = '0;
    endcase
  end
  logic [31:0] operand_b;
  always_comb begin
    case (alu_operand_b_selector_i)
      default:           operand_b = immediate_i;
      ALU_OPERAND_B_RS2: operand_b = rs2_data;
    endcase
  end
  assign alu_result_o = operand_a + operand_b;
endmodule
```

==> results_slide.txt <==
Run Summary

Run status
  • Outcome: complete, no violations

Placed design
  • Final HPWL DP: 15800 µm
  • IO Port Bufs: 231
  • Placed Area: 0.00626 mm²
  • Final GP Congestion: 0.945

Synthesis
  • Proportion of netlist area held by the largest area contributor: 12.2%
  • Post-synthesis cell count from yosys: 590
  • Yosys stat chip area: 0.00388 mm²
  • Sequential cell area fraction in the yosys report: 0%
  • Number of synthesis warnings: 1
  • Most area-hungry cell type in the Yosys netlist: a22oi_1
  • Post-synthesis instance area: 0.00388 mm²
  • Synthesized area divided by synthesized cell count: 6.57 µm²
  • Instance count of the mapped netlist: 590
  • Cells taking the most area after synthesis: a22oi_1 12%, ha_1 12%, o21ai_0 11%
  • Most common library cells after synthesis: 88 x nand2_1, 87 x o21ai_0, 63 x a22oi_1
  • Cell variety after synth: 55
  • Yosys top cell by instances: nand2_1

Finish
  • Clock buffer instance count of the final layout: 0
  • Total of fill cells in the finished design: 1466
  • Fin util: 45.1%
  • Cell area after layout: 0.00626 mm²
  • Number of sequential cells in the layout: 0
  • Share of layout cells above drive strength 1: 6.69%
  • Sequential cell area: 0 µm²
  • Area growth from synthesis to layout: 61.5%
  • Combinational gate area: 0.00363 mm²

Floorplanning
  • Core footprint: 0.0139 mm²
  • Top-Level Pins: 233
  • Initial cell density of the core: 27.9%
  • Die Size: 0.0193 mm²
  • Vertical extent of the die: 139 µm
  • Row count: 43
  • Horizontal die size: 139 µm

Global route
  • Remaining Overflow, GRT: 0
  • Largest net degree at the start of global routing: 65
  • Number of antenna violations at the first check in global routing: 0
  • Global-route total usage across every layer: 18.8%
  • First-pass GRT wire length: 30400 µm
  • Vias in the first global route: 5456

Detailed routing
  • Number of antenna-violating nets in the routed design: 0
  • Total detailed-routing wirelength: 19300 µm
  • DR vias/cell: 5.55
  • Average routed wire per standard cell: 20.2 µm
  • Number of DRC violations after detailed routing: 0
  • Routed via count: 5315
  • Number of antenna cells inserted: 0
  • Violation count after the first detailed-routing iteration: 392
  • Number of iterations in the first detailed-routing pass: 5

Hold path
  • Hold Crit Class: input port to output port
  • Hold wc startpoint: jump_i

Worst setup path
  • Slowest cell on the critical path: nor2b_2
  • Crit-path cells: clkdlybuf4s50_1 -> inv_1 -> ha_1 -> buf_4 -> nor2b_2 -> buf_4 -> a22o_1 -> ha_1 -> a2111oi_0 -> o21ai_0 -> a41oi_1 -> o21a_1 -> o21ai_0 -> a311oi_1 -> clkdlybuf4s50_1
  • Endpoint required time on the critical path: 27120 ps
  • Critical Path Source: alu_operand_a_selector_i[1]
  • Data arrival at the endpoint of the critical path: 11570 ps
  • Buf/Inv on CP: 5
  • Type of the worst setup path: input port to output port
  • Largest stage delay on the critical path: 660 ps
  • Top fanout value on the critical path: 35
  • CP startpoint kind: input port
  • Crit path capture type: output port
  • Cell family contributing the most delay on the critical path: AND-OR/OR-AND gates

STA
  • Number of slew-limit violations in the final report: 0
  • Final Critical Period: 18350 ps
  • Top achievable clock speed: 0.0545 GHz
  • Setup repair after global routing missed its margin: no
  • Slew @ Worst Pin: 838 ps
  • Setup Total Neg Slack: 0 ps
  • Number of setup violations in the final report: 0
  • Final period utilization: 54.1%
  • Final Hold Violation Tally: 0
  • Slew Limit Headroom: 44.2%

Power
  • Power Density: 24.6 mW/mm²
  • Leakage power: 2.45 nW
  • Max rail drop VDD: 0.0173 mV

CTS
  • Post-CTS Hold Fix Bufs: 0
  • Number of cells upsized or downsized after cts: 0
  • Count of buffers added by post-CTS timing repair for setup: 0

Job
  • Max-Cap Viols: 0
  • Number of warnings in the stage logs: 34
==> routing by layer <==
layer,GRT usage [%],share of wire [%],vias to the layer above
met3,3.96,7.5,16
li1,-,-,2640
met4,2.58,1.2,0
met1,25.5,45,2425
met5,0,0,-
met2,30.6,46,234
==> worst paths after layout <==
| check | slack [ps] | endpoint | cells past startpoint |
|---|---|---|---|
| max | 15550 | alu_result_o[29] | 15 |
| min | 13560 | branch_target_valid_o | 0 |
==> cell type report <==
class                      instances  area share (%)
multi-input combinational        526            58.0
timing repair buffer             238            37.7
tap                              180            3.60
inverter                          13           0.779
==> kinds of logic after synthesis <==
family / synth area share (%)
compound gates: 47.7
fa+ha+maj: 12.1
buf+inv: 6.58
xor+xnor: 5.42
simple gates: 18.6
mux: 9.52
==> per-stage QoR <==
| step | hold WS [ps] | instances | setup WS (ps) | total power, W |
|---|---|---|---|---|
| global placement | 13560 | 957 | 15660 | 0.000155 |
| CTS | 13560 | 957 | 15580 | 0.000155 |
| floorplan | 13630 | 590 | 17230 | 0.0000784 |
| detailed placement | 13560 | 957 | 15610 | 0.000154 |
| global route | 13560 | 957 | 15280 | 0.000169 |
| finish | 13560 | 957 | 15550 | 0.000154 |
==> power breakdown <==
part	internal (W)	switching (W)
Sequential	0	0
Combinational	0.0000830	0.0000711
Clock	0	0
==> cell usage in the layout (no fill, tap or decap), types with 3 or more instances in the layout <==
master | synthesis | layout
a21oi_1 | 34 | 34
a211o_1 | 3 | 3
nand4_1 | 7 | 7
a21o_1 | 10 | 10
or3_1 | 3 | 3
nand3_1 | 8 | 8
mux2_2 | 31 | 31
nand2_1 | 88 | 88
o21a_1 | 7 | 7
buf_4 | 3 | 7
or2_2 | 3 | 3
nor2_1 | 15 | 15
a22o_1 | 31 | 31
xnor2_1 | 15 | 15
nand2b_1 | 4 | 4
inv_1 | 13 | 13
and3_1 | 7 | 7
o21ai_0 | 87 | 87
ha_1 | 36 | 34
xor2_1 | 9 | 9
nor3_1 | 13 | 13
a211oi_1 | 7 | 7
a22oi_1 | 63 | 63
o21bai_1 | 4 | 4
a221oi_1 | 3 | 3
clkdlybuf4s50_1 | 0 | 230
nor2b_1 | 4 | 3
No activity file was given, so power comes from the tool's default toggle rates.
