===== flow/design.v =====
typedef enum logic [1:0] {
  ALU_OPERAND_A_RS1,
  ALU_OPERAND_A_PC,
  ALU_OPERAND_A_ZERO
} alu_operand_a_e;
typedef enum logic [0:0] {
  ALU_OPERAND_B_IMM,
  ALU_OPERAND_B_RS2
} alu_operand_b_e;
typedef enum logic [2:0] {
  IMM_I,
  IMM_S,
  IMM_B,
  IMM_U,
  IMM_J
} immediate_e;
typedef enum logic [6:0] {
  OP_AUIPC  = 7'b0010111,
  OP_IMM    = 7'b0010011,
  OP_REG    = 7'b0110011,
  OP_BRANCH = 7'b1100011,
  OP_JAL    = 7'b1101111,
  OP_JALR   = 7'b1100111,
  OP_LOAD   = 7'b0000011,
  OP_LUI    = 7'b0110111,
  OP_STORE  = 7'b0100011,
  OP_SYSTEM = 7'b1110011
} opcode_e;
typedef enum logic [0:0] {
    WB_SRC_ALU,
    WB_SRC_PC_NEXT_SEQUENTIAL
} writeback_source_e;
module control_unit (
  input  opcode_e           opcode_i,
  output immediate_e        immediate_selector_o,
  output logic              early_jump_o,
  output alu_operand_a_e    alu_operand_a_selector_o,
  output alu_operand_b_e    alu_operand_b_selector_o,
  output logic              jump_o,
  output writeback_source_e writeback_source_selector_o,
  output logic              write_enable_o
);
  always_comb begin
    case (opcode_i)
      default:          immediate_selector_o = IMM_I;
      OP_STORE:         immediate_selector_o = IMM_S;
      OP_BRANCH:        immediate_selector_o = IMM_B;
      OP_AUIPC, OP_LUI: immediate_selector_o = IMM_U;
      OP_JAL:           immediate_selector_o = IMM_J;
    endcase
  end
  assign early_jump_o = opcode_i == OP_JAL;
  assign jump_o = opcode_i == OP_JALR;
  always_comb begin
    case (opcode_i)
      default:             alu_operand_a_selector_o = ALU_OPERAND_A_RS1;
      OP_AUIPC, OP_BRANCH: alu_operand_a_selector_o = ALU_OPERAND_A_PC;
      OP_LUI:              alu_operand_a_selector_o = ALU_OPERAND_A_ZERO;
    endcase
  end
  always_comb begin
    case (opcode_i)
      default: alu_operand_b_selector_o = ALU_OPERAND_B_IMM;
      OP_REG:  alu_operand_b_selector_o = ALU_OPERAND_B_RS2;
    endcase
  end
  always_comb begin
    case (opcode_i)
      default:         writeback_source_selector_o = WB_SRC_ALU;
      OP_JAL, OP_JALR: writeback_source_selector_o = WB_SRC_PC_NEXT_SEQUENTIAL;
    endcase
  end
  always_comb begin
    case (opcode_i)
      default:             write_enable_o = 1'b1;
      OP_BRANCH, OP_STORE: write_enable_o = 1'b0;
    endcase
  end
endmodule
typedef enum logic [4:0] {
  REG_ZERO,
  REG_RA,
  REG_SP,
  REG_GP,
  REG_TP,
  REG_T0,
  REG_T1,
  REG_T2,
  REG_S0,
  REG_S1,
  REG_A0,
  REG_A1,
  REG_A2,
  REG_A3,
  REG_A4,
  REG_A5,
  REG_A6,
  REG_A7,
  REG_S2,
  REG_S3,
  REG_S4,
  REG_S5,
  REG_S6,
  REG_S7,
  REG_S8,
  REG_S9,
  REG_S10,
  REG_S11,
  REG_T3,
  REG_T4,
  REG_T5,
  REG_T6
} register_e;
typedef struct packed {
  logic        enable;
  register_e   address;
  logic [31:0] data;
} register_file_write_t;
module decode_stage (
  input  logic              [31:0] pc_i,
  input  logic              [31:0] instruction_i,
  output register_e                rs1_address_o,
  output register_e                rs2_address_o,
  output logic                     jump_target_valid_o,
  output logic              [31:0] jump_target_o,
  output alu_operand_a_e           alu_operand_a_selector_o,
  output alu_operand_b_e           alu_operand_b_selector_o,
  output logic              [31:0] immediate_o,
  output logic                     jump_o,
  output writeback_source_e        writeback_source_selector_o,
  output logic                     write_enable_o,
  output register_e                rd_address_o
);
  opcode_e opcode = opcode_e'(instruction_i[6:0]);
  register_e rd_address = register_e'(instruction_i[11:7]);
  register_e rs1_address = register_e'(instruction_i[19:15]);
  register_e rs2_address = register_e'(instruction_i[24:20]);
  wire [2:0] funct3 = instruction_i[14:12];
  wire [6:0] funct7 = instruction_i[31:25];
  immediate_e immediate_selector;
  logic jump_target_valid;
  control_unit control (
    .opcode_i            (opcode),
    .immediate_selector_o(immediate_selector),
    .early_jump_o        (jump_target_valid),
    .alu_operand_a_selector_o,
    .alu_operand_b_selector_o,
    .jump_o,
    .writeback_source_selector_o,
    .write_enable_o
  );
  logic [31:0] immediate;
  immediate_generator immgen (
    .instruction_i(instruction_i),
    .selector_i   (immediate_selector),
    .immediate_o  (immediate)
  );
  wire [31:0] jump_target = pc_i + immediate;
  assign rd_address_o        = rd_address;
  assign rs1_address_o       = rs1_address;
  assign rs2_address_o       = rs2_address;
  assign jump_target_valid_o = jump_target_valid;
  assign jump_target_o       = jump_target;
  assign immediate_o         = immediate;
endmodule
module immediate_generator (
  input  logic       [31:0] instruction_i,
  input  immediate_e        selector_i,
  output logic       [31:0] immediate_o
);
  wire [6:0] opcode = instruction_i[6:0];
  wire [31:0] i_type = {{20{instruction_i[31]}}, instruction_i[31:20]};
  wire [31:0] s_type = {{20{instruction_i[31]}}, instruction_i[31:25], instruction_i[11:7]};
  wire [31:0] b_type = {{20{instruction_i[31]}}, instruction_i[7], instruction_i[30:25], instruction_i[11:8], 1'b0};
  wire [31:0] u_type = {instruction_i[31:12], 12'h000};
  wire [31:0] j_type = {{12{instruction_i[31]}}, instruction_i[19:12], instruction_i[20], instruction_i[30:21], 1'b0};
  always_comb begin
    case (selector_i)
      default: immediate_o = i_type;
      IMM_S:   immediate_o = s_type;
      IMM_B:   immediate_o = b_type;
      IMM_U:   immediate_o = u_type;
      IMM_J:   immediate_o = j_type;
    endcase
  end
endmodule

===== flow/run.sh =====
#!/bin/bash
# OpenROAD 26Q1-2900-gdf79404cd8, Yosys 0.63+post, stock flow scripts
make -C /OpenROAD-flow-scripts/flow DESIGN_CONFIG=/design/flow/config.mk WORK_HOME=/design/flow/orfs finish

===== flow/config.mk =====
export PLATFORM = sky130hd
export DESIGN_NAME = decode_stage
export DESIGN_NICKNAME = decode_stage
export VERILOG_FILES = /design/flow/design.v
export SDC_FILE = /design/flow/constraint.sdc
export NUM_CORES = 4
export LEC_CHECK = 1
export CORE_UTILIZATION = 30

===== flow/constraint.sdc =====
current_design decode_stage

set clk_period 15.0
set clk_io_pct 0.2

create_clock -name clk0 -period $clk_period

set non_clock_inputs [all_inputs -no_clocks]
set_input_delay [expr $clk_period * $clk_io_pct] -clock clk0 $non_clock_inputs
set_output_delay [expr $clk_period * $clk_io_pct] -clock clk0 [all_outputs]

==> metrics.csv <==
stage,metric,value,unit
routing,starting_drt_drc_count,65,
placed_design,port-buffer-count,150,
worst_setup_path,crit_path_buf_inv_count,2,
routing,drtAntennaViolNets,0,
global_routing,grt_first_pass_wirelength,12700,µm
timing,hold_slack,6.82,ns
yosys,synth.avg_cell_area,7.16,µm²
timing,fin_setup_tns,0,ns
yosys,syn-cell-area,2280,µm²
floorplanning,die_y,89.1,µm
timing,setup-violations-final,0,
floorplanning,core_area,7290,µm²
global_routing,grt.overflow.total,0,
yosys,ys_seq_share,0,
placed_design,post_dp_cell_area,3650,µm²
routing,first_pass_iters,4,
clock_network,post-cts-setup-buffer-count,0,
worst_setup_path,crit_fanout,13,
placed_design,routabilityCongestion,0.975,
global_routing,track_usage,0.206,
timing,period_used_share,0.700,
yosys,yosysCellCount,318,
floorplanning,chipArea,7940,µm²
worst_setup_path,endpoint_kind,output port,
yosys,synth-area-yosys,2280,µm²
timing,setup_ws,4.50,ns
worst_setup_path,critical-path-slowest-cell,sky130_fd_sc_hd__nor2_1,
layout,flop_area,0,µm²
clock_network,cts_hold_repair.buffers,0,
timing,period_needed,10.50,ns
layout,combGateArea,2000,µm²
floorplanning,fp_util,0.312,
layout,finalNonFillerCells,537,
timing,timing.max_slew.rel_slack,0.527,
hold_path,min-delay-start,instruction_i[8],
pwr,totalPowerFinal,0.156,mW
job,warning_total_across_the_stage_logs,32,
routing,wl_per_cell,15.6,µm
placed_design,place.detailed.hpwl,7380,µm
layout,layout.cell_area.non_filler,3650,µm²
pwr,powerDensity,42.6,nW/µm²
timing,timing_max_transition_violations_final,0,
global_routing,grt_pass1_vias,2556,
worst_setup_path,crit_arrival,7.50,ns
worst_setup_path,cp_data_required_time,12.00,ns
floorplanning,row_count,31,
timing,worst_slew_pin_slew,0.707,ns
layout,filler_cell_count,729,
job,timing.max_cap.violations,0,
worst_setup_path,critical_path.startpoint_type,input pin,
routing,num_vias,2750,
layout,post_route_cells_drive_above_1_share,0.0228,
timing,hold_violations,0,
worst_setup_path,worstSetupPathType,input pin to output port,
routing,via_per_inst,5.12,
yosys,synthesis.yosys.warnings,3,
routing,route.detailed.drc,0,
timing,clock.fmax,95.2,MHz
outcome,result_of_the_run,finished clean,
layout,postLayoutCoreUtil,0.501,
hold_path,min_path_cells,2,
worst_setup_path,crit_path_max_incr_delay,0.56,ns
yosys,synthCells,318,
floorplanning,width_of_the_chip,89.1,µm
hold_path,worst_hold_path_type,input pin to output port,
pwr,standby_leakage_power,1.59,nW
yosys,yosys.cell_types.count,52,
floorplanning,boundaryPins,150,
layout,area_delta_synth_final,60.6,%
pwr,peakVddDrop,0.0172,mV
worst_setup_path,timing.critical_path.cells,clkdlybuf4s50_1 -> nand2_1 -> nor2_1 -> nand3b_1 -> nor2_1 -> mux2_2 -> o21ai_0 -> ha_1 -> nand4_1 -> and2b_2 -> a2111oi_4 -> a21oi_1 -> a21oi_1 -> o21ai_0 -> xor2_1 -> clkdlybuf4s50_1,
timing,rsz0062_at_grt,no,
routing,num_antenna_cells,0,
global_routing,grt_start_max_net_pins,15,
routing,detail_route.wirelength,8390,µm
layout,flops,0,
layout,final.clkbuf_count,0,
hold_path,hold_end,rd_address_o[1],
placed_design,placed_cells,537,
placed_design,pre_cts_slack,4.49,ns
global_routing,grt_antenna_before_repair,0,
worst_setup_path,cp_top_family,simple AND/OR/NAND/NOR gates,
clock_network,cts.repair.resized,0,
==> per-layer routing <==
| layer | up-vias | global-route usage | share of wire |
|---|---|---|---|
| met2 | 99 | 0.368 | 0.48 |
| met1 | 1247 | 0.281 | 0.44 |
| met4 | 0 | 0.0159 | 0.0086 |
| li1 | 1400 | - | - |
| met3 | 4 | 0.0197 | 0.075 |
| met5 | - | 0 | 0 |
==> cell families (layout without fill, tap and decap cells) <==
kind of cell             Yosys count  in the layout  synth area share
AND-OR/OR-AND                    115            115             0.352
XOR/XNOR                          29             29             0.112
adder cells (fa/ha/maj)           32             32             0.179
buffers and inverters             38            158             0.121
multiplexers                       1              1           0.00495
AND/OR/NAND/NOR                  103            103             0.231
==> power breakdown <==
group	switching (mW)	total, mW	internal, mW
combinational	0.0607	0.156	0.0950
sequential	0	0	0
clock	0	0	0
==> cell usage after synthesis (all sizes together), types with 5 or more instances <==
| cell type | number | area share |
|---|---|---|
| a21o | 36 | 0.12 |
| ha | 31 | 0.17 |
| nand2 | 29 | 0.048 |
| a21oi | 27 | 0.059 |
| nor2 | 25 | 0.042 |
| o21ai | 20 | 0.044 |
| buf | 19 | 0.068 |
| xnor2 | 18 | 0.069 |
| clkbuf | 11 | 0.041 |
| nand4 | 11 | 0.030 |
| xor2 | 11 | 0.042 |
| and2 | 8 | 0.022 |
| inv | 8 | 0.013 |
| a31oi | 6 | 0.016 |
| nor2b | 5 | 0.014 |
| nor3 | 5 | 0.011 |
==> layout by cell type (no fill, tap or decap), types with 3 or more instances in the layout <==
cell                              instances
sky130_fd_sc_hd__a21o_1                  35
sky130_fd_sc_hd__a21oi_1                 27
sky130_fd_sc_hd__a31oi_1                  6
sky130_fd_sc_hd__and2_1                   8
sky130_fd_sc_hd__clkdlybuf4s50_1        150
sky130_fd_sc_hd__ha_1                    31
sky130_fd_sc_hd__inv_1                    8
sky130_fd_sc_hd__nand2_1                 29
sky130_fd_sc_hd__nand3_1                  3
sky130_fd_sc_hd__nand4_1                 11
sky130_fd_sc_hd__nor2_1                  24
sky130_fd_sc_hd__nor2b_1                  5
sky130_fd_sc_hd__nor3_1                   5
sky130_fd_sc_hd__o21ai_0                 20
sky130_fd_sc_hd__o21bai_1                 4
sky130_fd_sc_hd__xnor2_1                 18
sky130_fd_sc_hd__xor2_1                  11
==> worst max-delay path by stage <==
stage | from | endpoint | slack (ns) | depth (start not counted)
CTS | instruction_i[0] | jump_target_o[24] | 4.49 | 16
global route | instruction_i[1] | jump_target_o[30] | 4.08 | 18
finish | instruction_i[0] | jump_target_o[24] | 4.50 | 16
==> final cells by class <==
class | instances | share of cell area
Inverter | 8 | 0.00822
Multi-Input combinational cell | 280 | 0.547
Tap cell | 99 | 0.0339
Timing Repair Buffer | 150 | 0.411
Power is estimated from default activity; no workload was simulated.
