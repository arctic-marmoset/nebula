--- run.sh ---
#!/bin/bash
# OpenROAD 26Q1-2900-gdf79404cd8, Yosys 0.63+post, stock flow scripts
make -C /OpenROAD-flow-scripts/flow DESIGN_CONFIG=/design/flow/config.mk WORK_HOME=/design/flow/orfs finish
--- design.v ---
typedef enum logic [1:0] {
    FW_SRC_NONE,
    FW_SRC_MEM,
    FW_SRC_WB
} forward_source_e;
typedef enum logic [4:0] {
  REG_ZERO,
  REG_RA,
  REG_SP,
  REG_GP,
  REG_TP,
  REG_T0,
  REG_T1,
  REG_T2,
  REG_S0,
  REG_S1,
  REG_A0,
  REG_A1,
  REG_A2,
  REG_A3,
  REG_A4,
  REG_A5,
  REG_A6,
  REG_A7,
  REG_S2,
  REG_S3,
  REG_S4,
  REG_S5,
  REG_S6,
  REG_S7,
  REG_S8,
  REG_S9,
  REG_S10,
  REG_S11,
  REG_T3,
  REG_T4,
  REG_T5,
  REG_T6
} register_e;
typedef struct packed {
  logic        enable;
  register_e   address;
  logic [31:0] data;
} register_file_write_t;
module forwarding_unit (
  input  register_e       dx_rs1_address_i,
  input  register_e       dx_rs2_address_i,
  input  wire             xm_rd_address_valid_i,
  input  register_e       xm_rd_address_i,
  input  wire             mw_rd_address_valid_i,
  input  register_e       mw_rd_address_i,
  output forward_source_e execute_rs1_forward_source_o,
  output forward_source_e execute_rs2_forward_source_o
);
  always_comb begin
    execute_rs1_forward_source_o = FW_SRC_NONE;
    if (
      xm_rd_address_valid_i &&
        xm_rd_address_i != '0 &&
        xm_rd_address_i == dx_rs1_address_i
    ) begin
      execute_rs1_forward_source_o = FW_SRC_MEM;
    end else if (
      mw_rd_address_valid_i &&
        mw_rd_address_i != '0 &&
        mw_rd_address_i == dx_rs1_address_i
    ) begin
      execute_rs1_forward_source_o = FW_SRC_WB;
    end
  end
  always_comb begin
    execute_rs2_forward_source_o = FW_SRC_NONE;
    if (
      xm_rd_address_valid_i &&
        xm_rd_address_i != '0 &&
        xm_rd_address_i == dx_rs2_address_i
    ) begin
      execute_rs2_forward_source_o = FW_SRC_MEM;
    end else if (
      mw_rd_address_valid_i &&
        mw_rd_address_i != '0 &&
        mw_rd_address_i == dx_rs2_address_i
    ) begin
      execute_rs2_forward_source_o = FW_SRC_WB;
    end
  end
endmodule
--- config.mk ---
export PLATFORM = sky130hd
export DESIGN_NAME = forwarding_unit
export DESIGN_NICKNAME = forwarding_unit
export VERILOG_FILES = /design/flow/design.v
export SDC_FILE = /design/flow/constraint.sdc
export NUM_CORES = 4
export LEC_CHECK = 1
export CORE_AREA = 10 10 70 70
export DIE_AREA = 0 0 80 80
--- constraint.sdc ---
current_design forwarding_unit

set clk_period 3.0
set clk_io_pct 0.2

create_clock -name clk0 -period $clk_period

set non_clock_inputs [all_inputs -no_clocks]
set_input_delay [expr $clk_period * $clk_io_pct] -clock clk0 $non_clock_inputs
set_output_delay [expr $clk_period * $clk_io_pct] -clock clk0 [all_outputs]
==> impl.org <==
#+TITLE: Flow metrics

** Worst hold path
- STA reports the tightest min-delay check as being of type in -> out.

** Drt
- Length of the first detailed-routing pass in iterations :: 2
- Post-route antenna net violation count :: 0
- The routed design shows a wire length per standard cell of 11.6 um.
- The final layout contains routed wiring with a total length of 1300 um.
- In the routed design, unresolved DRC markers number 0.
- Using the TritonRoute via totals, the vias-per-cell ratio works out to 3.14.
- Routed vias :: 352
- Detailed-route iteration 0 reported a violation count of 5.
- For this run, the script counts the antenna cells in the layout as 0.

** Yosys
- Of the total synthesized cell area, the portion taken by XOR and XNOR cells is 0.680.
- Number of warnings printed during yosys synthesis :: 1
- Post-synthesis chip area from yosys :: 258 sq um
- Of all cell types, the one taking the most synthesized area is xnor2_1.
- Number of unique standard cell types used by synthesis :: 9
- Portion of synthesized cell area occupied by the leading cell type :: 0.544
- Register area share after synthesis :: 0
- Of the total synthesized cell area, the portion taken by AND, OR, NAND and NOR gates is 0.286.
- Before any placement, the netlist area is recorded as 258 sq um.
- Yosys reports the multiplexer fraction of the synthesized area as 0.
- Per the post-synthesis report, the number of cells in the design is 34.
- Dominant kind of combinational cell :: XOR/XNOR gates
- For this design, Yosys synthesis ends with a cell count of 34.
- Compound-gate portion of the synthesized area :: 0.0340
- By area the synthesized netlist is led by xnor2_1, xor2_1, nor4_1.
- Adder-cell share of the synthesized area :: 0
- Avg Inst Size Synth :: 7.58 sq um

** Final timing
- Final sum of negative setup slack :: 0 ps
- Setup slack of the critical path after layout :: 55.7 ps
- Number of failing hold endpoints at the final stage :: 0
- Actual transition at the worst max-transition pin :: 304 ps
- Post-route period utilization is reported as 0.981.
- Setup repair after global routing left no endpoint under its margin.
- The final timing report counts setup violations totalling 0.
- Measured against its own limit, the worst slew margin works out to 0.795.
- Derived from the worst setup path, the maximum achievable clock frequency is 340 MHz.
- The tightest hold path in the finished design has a slack of 1880 ps.
- In the final report, the number of pins over their slew limit comes to 0.
- Time the final worst path needs with I/O delays and setup :: 2940 ps

** Power and ir drop
- The leakage component of the power was reported as 0.000223 uW.
- Maximum vdd drop :: 0.0000360 V
- The flow reported a cell area power density of 122 nW/um^2.

** Final layout
- Growth of design area from synthesis to finish :: 150%
- In the final layout, the share of cells above drive strength 1 is 0.167.
- The top cell type in the final layout, fill and taps aside, is clkdlybuf4s50_1.
- The finished layout holds 112 standard cells, fillers aside.
- FF+latch area :: 0 sq um
- Most instantiated logic cells after routing :: clkdlybuf4s50_1, xnor2_1, buf_4
- In the finished design the tool counted flip-flops and latches totalling 0.
- The layout has 0 clock buffers.
- The final report gives the core utilization as 0.188.
- Filler cells :: 388

** Worst setup path
- At the worst endpoint, the arrival time is 2340 ps.
- The largest single stage delay on the critical path is 510 ps.
- Cell mode on critical path :: clkdlybuf4s50_1
- At the worst endpoint, the required time is 2400 ps.
- Ordered list of cells on the worst path :: clkdlybuf4s50_1, or4_4, o21ai_4, nor4_2, buf_4, clkdlybuf4s50_1
- Slowest cell on the critical path :: or4_4
- The report shows a maximum critical-path fanout of 2.
- CP endpoint kind :: output port
- STA classifies the critical path startpoint as an input pin.
- Path type of the worst setup path :: in -> out

** Die
- Die y size :: 80 um
- The core region is 3420 sq um.
- Ports placed on the boundary :: 26
- Horizontal die dimension :: 80 um
- Fp_density :: 0.0755
- The initialized floorplan defines 21 standard-cell rows.
- Chip Area :: 6400 sq um

** Outcome
- The flow ran to the end, and the final reports show no timing, DRC or antenna violations.

** Placed design
- Buffers placed on the I/O ports in this run total 26.
- Number of placed cells counting well taps :: 112
- STA on the placed design reports a worst setup slack of -254 ps.
- Per the gpl log, the routability congestion estimate is 0.832.
- Detailed placement finished with a half-perimeter wire length of 1190 um.

** Global route
- Number of antenna violations at the first check in global routing :: 0
- For this run the aggregate overflow at the end of global routing stands at 0.
- Via count of the first global-routing pass :: 394
- Pin count of the biggest net entering global routing :: 4
- Global-route usage over all layers :: 0.0393
- The first global-routing pass estimated 2020 um of wire.

** Flow run
- Maxcap violations :: 0
- In this run the tools logged warnings totalling 32.

** CTS
- Post-CTS timing repair inserted 0 buffers for setup.
==> metal layers <==
| layer | wire length [um] | track usage | share of wire | up-vias |
|---|---|---|---|---|
| met1 | 816 | 0.0679 | 0.63 | 138 |
| met5 | 0 | 0 | 0 | - |
| met3 | 257 | 0.0307 | 0.20 | 0 |
| li1 | - | - | - | 188 |
| met2 | 226 | 0.0321 | 0.17 | 26 |
| met4 | 0 | 0 | 0 | 0 |
==> per-stage QoR <==
| step | total power [uW] | cell area, sq um |
|---|---|---|
| CTS | 76.8 | 624 |
| global placement | 75.7 | 621 |
| global route | 86.0 | 643 |
| finish | 78.6 | 643 |
| detailed placement | 75.7 | 621 |
| floorplan | 26.9 | 258 |
==> timing repair <==
item                       CTS  global route
hold buffers                 0             0
resized                      3             7
pin swaps                    2             3
setup endpoints to repair    3             2
==> cells by family after synthesis <==
group,count (synthesis)
simple gates,13
xor+xnor,20
compound gates,1
==> where the power goes <==
| group | switching [uW] | internal (uW) | total (uW) | leakage (uW) |
|---|---|---|---|---|
| logic | 29.3 | 49.3 | 78.6 | 0.000223 |
| clock network | 0 | 0 | 0 | 0 |
| registers | 0 | 0 | 0 | 0 |
==> final cells by class <==
| type | instances | area (sq um) | share of cell area |
|---|---|---|---|
| Timing Repair Buffer | 32 | 304 | 0.473 |
| Tap cell | 46 | 57.6 | 0.0895 |
| Multi-Input combinational cell | 34 | 282 | 0.438 |
==> cells in the mapped netlist, drive strengths merged <==
| cell type | n |
|---|---|
| nor2 | 1 |
| or4 | 2 |
| nand3 | 2 |
| o21ai | 1 |
| xnor2 | 16 |
| nor4 | 4 |
| nand4 | 2 |
| nand2 | 2 |
| xor2 | 4 |
==> worst max-delay path: cells and delay by family <==
family                 cells  cell delay (ps)
AOI/OAI and AO/OA          1              180
buffers and inverters      3              970
and+or+nand+nor            2              590
==> final timing paths <==
path / start / endpoint / slack, ps / depth (start not counted)
setup / recovery: xm_rd_address_i[2] / execute_rs1_forward_source_o[0] / 60 / 6
hold / removal: mw_rd_address_valid_i / execute_rs2_forward_source_o[1] / 1880 / 4
Power figures rest on the tool's default switching activity, not on a simulated workload.
